$ cat /design/flow/design.v
`timescale 1ns /1ns
module b8counter(
 output reg [7:0] q,
 input clk, rst,
 input [1:0] func,
 input [7:0] d
);
always @ (posedge clk)
 begin
 if(!rst) 
  case (func)
   2'b00 : q <= d;
   2'b01 : q <= d+1;
   2'b11 : q <= d-1;
  endcase
 else
  q<=8'b0;
 end
endmodule 
$ cat /design/flow/run.sh
#!/bin/bash
# OpenROAD 26Q1-2900-gdf79404cd8, Yosys 0.63+post, stock flow scripts
make -C /OpenROAD-flow-scripts/flow DESIGN_CONFIG=/design/flow/config.mk WORK_HOME=/design/flow/orfs finish
$ cat /design/flow/config.mk
export PLATFORM = sky130hd
export DESIGN_NAME = b8counter
export DESIGN_NICKNAME = b8counter
export VERILOG_FILES = /design/flow/design.v
export SDC_FILE = /design/flow/constraint.sdc
export NUM_CORES = 4
export LEC_CHECK = 1
export CORE_AREA = 10 10 84 84
export DIE_AREA = 0 0 94 94
$ cat /design/flow/constraint.sdc
current_design b8counter

set clk_period 3.9
set clk_io_pct 0.2

create_clock -name clk0 -period $clk_period [get_ports {clk}]

set non_clock_inputs [all_inputs -no_clocks]
set_input_delay [expr $clk_period * $clk_io_pct] -clock clk0 $non_clock_inputs
set_output_delay [expr $clk_period * $clk_io_pct] -clock clk0 [all_outputs]
==> flow_summary.yaml <==
# flow metrics
run_status:
  status: "finished, final reports clean"
critical_path:
  worstPathCellList: "clkdlybuf4s50_1 > buf_4 > nand2_1 > xnor2_1 > ha_1 > inv_1 > a22oi_1 > xnor2_1 > o311ai_1"
  cp-end-kind: "flip-flop"
  path_buffers: 3
  crit_type: "input pin to flip-flop"
  path_delay_family: "buffers and inverters"
  cpMaxStageDelayCell: "clkdlybuf4s50_1"
  critPathMaxStageDelay_ns: 0.46
  worst_ep_required_time_ns: 4.04
  critPathLaunchType: "input pin"
  cpMostUsedCell: "xnor2_1"
  cp.arrival_ns: 2.82
  cp_max_fo: 24
synth:
  ys_types: 38
  top_cells_by_area: "dfxtp_1 24%, nor3_1 4.5%, a211oi_1 4.5%"
  numSynthFlops: 8
  ys_area_sq_um: 661
  synth_seq_share_pct: 24.2
  yosys_warnings: 1
  synth.top_cell.area_share_pct: 24.2
  syn_area_sq_um: 661
  yosysCellCount: 84
  avgSynthCellArea_sq_um: 7.86
  yosys_most_used_dff: "dfxtp_1"
  edf_count: 0
  largest_area_cell: "dfxtp_1"
  ys_async_sr_fraction_pct: 0
  synthCells: 84
clock_tree:
  holdBufCountCts: 0
  h-tree-depth: 1
  cts_tree: "done"
  cts.repair_timing.setup_buffer_count: 0
  path_clk_slew_ns: 0.04
  clk_path_buf_depth: 2
  cts_resized: 0
  cts_num_sinks: 8
  cts-root-buf: "clkbuf_8"
  clock_latency_ns: 0.23
  cts_buffers: 3
timing:
  setup_tns_ns: 0
  finalMaxSlewViolations: 0
  report.final.setup_viol: 0
  rsz0062_at_grt: "no"
  period_used_pct: 68.8
  finalClockSkew_ns: 0
  worst_pin_slew_ns: 0.384
  slew_headroom_pct: 74.4
  timing_hold_violations_final: 0
  max_freq_mhz: 373
  fin_crit_ns: 2.68
floorplan:
  dieArea_sq_um: 8840
  die_w_microns: 94
  pin_count: 20
  core-area_sq_um: 5200
  rows: 26
  die_h_microns: 94
  initCoreUtil_pct: 12.7
routing:
  routedWlPerCell_microns: 11.7
  drt-initial-drc-count: 58
  first_pass_iters: 4
  routed-via-count: 696
  drtAntennaViolNets: 0
  wirelength_mm: 2.01
  viasPerCell: 4.07
  drc: 0
  n_antenna_cell: 0
final_layout:
  largest_register_ffs: 8
  largest-register: "q"
  fillers: 598
  postLayoutCoreUtil_pct: 18.4
  top_regs: "q (8)"
  finalNonFillerCells: 171
  logic_area_sq_um: 447
  final_layout_size_suffix_gt1_share_pct: 11.9
  syn_to_final_growth_pct: 44.7
  flop_area_sq_um: 160
power_and_ir_drop:
  max-vdd-ir-drop_v: 0.000185
  leakage_uw: 0.000310
  p_per_area_nw_per_um2: 284
run:
  maxCapViolations: 0
  tool_warnings: 25
global_routing:
  antenna_found_initial: 0
  grt_max_degree: 25
  grt_pass1_wl_mm: 3.28
  gr-total-overflow: 0
  grt_pass1_vias: 671
  grt.total_usage_pct: 4.55
place:
  place_congestion: 0.797
  post-dp-hpwl_mm: 1.47
  port_buffers: 19
  dp.cells: 168
worst_hold_path:
  hold_class: "flip-flop to flip-flop"
==> synth_stat cells, types with 2 or more instances <==
| cell | count |
|---|---|
| nand3b_1 | 2 |
| buf_2 | 4 |
| a21oi_1 | 3 |
| o21ai_2 | 2 |
| nor2b_1 | 3 |
| nor3_1 | 6 |
| dfxtp_1 | 8 |
| xor2_1 | 2 |
| o22ai_1 | 2 |
| nor2_1 | 6 |
| inv_1 | 4 |
| o311ai_1 | 2 |
| a211oi_1 | 4 |
| nand3_1 | 4 |
| o21ai_0 | 3 |
| mux2_2 | 2 |
| nand2_1 | 4 |
| xnor2_1 | 3 |
==> cells in the final DEF (no fill, tap or decap), drive strengths merged, types with 2 or more instances in the layout <==
master,instances
a21oi,3
o22ai,2
nor2b,3
xor2,2
dfxtp,8
nand3,4
inv,4
clkdlybuf4s50,19
o21ai,5
clkbuf,3
buf,2
nor3,6
nand2,4
nor2,6
xnor2,3
mux2,2
nand3b,2
a211oi,4
o311ai,3
==> stage by stage <==
| stage | hold WS [ns] | cell area [sq um] | total power, uW | setup WS (ns) |
|---|---|---|---|---|
| floorplan | 0.518 | 661 | 134 | 1.91 |
| global placement | 0.586 | 915 | 170 | 1.04 |
| detailed placement | 0.583 | 915 | 169 | 1.02 |
| CTS | 0.601 | 956 | 275 | 1.23 |
| global route | 0.616 | 956 | 287 | 0.996 |
| finish | 0.590 | 956 | 271 | 1.22 |
==> worst reg2reg max path: stages, from the launching register on <==
cell,delay [ns]
dfxtp_1,0.30
mux2_2,0.25
o21ai_0,0.15
nor3_1,0.07
==> report_power, final <==
group | total (uW) | switching (uW) | internal, uW
sequential | 92.7 | 3.46 | 89.2
combinational | 75.4 | 34.3 | 41.1
clock | 103 | 35.8 | 67.2
total | 271 | 73.6 | 197
==> path summary, 6_finish.rpt <==
path | cells after the start | slack [ns] | startpoint | end
setup / recovery | 9 | 1.22 | func[1] | q[4]
hold / removal | 2 | 0.59 | q[7] | q[7]
setup reg to reg | 3 | 3.01 | q[6] | q[6]
hold reg to reg | 2 | 0.59 | q[7] | q[7]
==> cell families (layout without fill, tap and decap cells) <==
kind of cell	Yosys count	after routing	share of synthesized area, %
compound gates	26	26	30.1
xor+xnor	5	5	6.63
fa+ha+maj	1	1	1.89
buf+inv	11	28	8.14
flops	8	8	24.2
mux	3	3	4.92
simple gates	30	30	24.1
==> final cells by class <==
type	instances	share of cell area, %
Sequential cell	8	16.8
Timing Repair Buffer	21	21.5
Inverter	4	1.57
Tap cell	70	9.16
Multi-Input combinational cell	65	46.7
Clock buffer	3	4.32
==> per-layer routing <==
metal  routed length [microns]  track usage (%)  share of wire (%)
met5                         0                0                  0
met4                        14            0.506               0.70
met3                       201             1.94                 10
met2                       776             6.05                 39
met1                      1020             6.77                 51
Power is estimated from default activity; no workload was simulated.
