File: design/flow/design.v
`timescale 1ns / 1ns
`timescale 1ns / 1ns
module control
#(parameter idle=3'd0,s1=3'd1,s2=3'd2,s3=3'd3,s4=3'd4,s5=3'd5)
(
 output reg input_sela,input_selb,done,
 output reg [1:0] shift_sel, 
 input clk,rst,st,
 input [2:0] clk_ena
    );
reg [2:0] count;
reg [2:0] next_count;
always @ (posedge clk or negedge rst)
 begin
  if(rst==1'b0)
   begin
   count <= idle;
   input_sela <= 1'b0;
   input_selb <= 1'b0;
   done <= 1'b1;                             
   end
  else
   begin                                     
   count <= next_count;
	if(next_count!=s5 && next_count!=idle)     
	done <= 1'b0;
	else
	done <= 1'b1;      
   end
 end
always @ (*)
  begin
   case(count)
   idle: if(st==1)
          begin
          next_count = s1;
          end
         else
          begin
          next_count = idle;
          end
   s1:   if(clk_ena==3'd0)
         begin
          input_sela = 1'b0;
          input_selb = 1'b0;
          shift_sel = 2'b00;
          next_count = s2;
         end
         else
          next_count = s1;
   s2:   if(clk_ena==3'd1)
         begin
          input_sela = 1'b0;
          input_selb = 1'b1;
          shift_sel = 2'b01;
          next_count = s3;
         end
         else
         next_count = s2;
   s3:   if(clk_ena==3'd2)
         begin
          input_sela = 1'b1;
          input_selb = 1'b0;
          shift_sel = 2'b01;
          next_count = s4;
         end
         else
          next_count = s3;
   s4:   if(clk_ena==3'd3)
         begin
          input_sela = 1'b1;
          input_selb = 1'b1;
          shift_sel = 2'b10;
          next_count = s5;
         end
         else
          next_count = s4;
   s5:   if(st==1)
          begin
          next_count = s1; 
          end
         else
          begin
          next_count = s5;
		   end
   default: next_count = idle;       
   endcase
  end
endmodule
`timescale 1ns / 1ns
module mux(
 output reg [3:0] out,
 input [7:0] in,
 input input_sel 
    );
always @ (*)
 begin
  case(input_sel)
   1'b0 : out = in[3:0];
   1'b1 : out = in[7:4];
  endcase
 end 
endmodule
`timescale 1ns / 1ns
module multiplier(
 output reg [7:0] out,
 input [3:0] in1,
 input [3:0] in2
    );
always @ (*)
 out = in1 * in2;
endmodule
`timescale 1ns / 1ns
module shift(
 output reg [15:0] out,
 input [7:0] in,
 input [1:0] shift_sel
    );
always @ (*)
 begin
  case (shift_sel)
   2'b01 : out = in <<4;
   2'b10 : out = in <<8;
   default : out = in;
  endcase
 end
endmodule
`timescale 1ns / 1ns
module adder16(
 output reg [15:0] out,
 input [15:0] in1, 
 input [15:0] in2
    );
always @ (*)
 out = in1 +in2;
endmodule
`timescale 1ns / 1ns
module register(
 output reg [15:0] answer,
 output reg [2:0]clk_ena,
 input [15:0] in,
 input clk,done,rst
    );
always @ (posedge clk or negedge rst)
 begin
  if(rst==0)
   begin
   answer <= 16'b0;
   clk_ena <= 3'd0;
   end
  else if(done==1'b0) 
   begin
   answer <= in;
   clk_ena <= clk_ena + 3'd1;
   end
  else
   answer <= answer;
 end
endmodule
module top(
 output reg [15:0] answer,
 input st,rst,clk,
 input [7:0] a,
 input [7:0] b
    );
wire sela;
wire selb;
wire done;
wire [1:0] shift_sel;
wire [2:0] clk_ena;
wire [3:0] amux_mul;
wire [3:0] bmux_mul;
wire [7:0] mul_shi;
wire [15:0] shi_add;
wire [15:0] addout_regin;
wire [15:0] regout_addin;  
control ctr(.st(st),.rst(rst),.clk(clk),.clk_ena(clk_ena),.shift_sel(shift_sel),.input_sela(sela),.input_selb(selb),.done(done));
mux amux(.in(a),.input_sel(sela),.out(amux_mul));
mux bmux(.in(b),.input_sel(selb),.out(bmux_mul));
multiplier multi(.in1(amux_mul),.in2(bmux_mul),.out(mul_shi));
shift shi(.in(mul_shi),.shift_sel(shift_sel),.out(shi_add));
adder16 add(.in1(shi_add),.in2(regout_addin),.out(addout_regin));
register regi(.in(addout_regin),.clk(clk),.done(done),.rst(rst),.clk_ena(clk_ena),.answer(regout_addin));
always @ (*)
 answer = regout_addin;
endmodule
File: design/flow/config.mk
export PLATFORM = sky130hd
export DESIGN_NAME = top
export DESIGN_NICKNAME = top
export VERILOG_FILES = /design/flow/design.v
export SDC_FILE = /design/flow/constraint.sdc
export NUM_CORES = 4
export LEC_CHECK = 1
export CORE_UTILIZATION = 30
File: design/flow/run.sh
#!/bin/bash
# OpenROAD 26Q1-2900-gdf79404cd8, Yosys 0.63+post, stock flow scripts
make -C /OpenROAD-flow-scripts/flow DESIGN_CONFIG=/design/flow/config.mk WORK_HOME=/design/flow/orfs finish
File: design/flow/constraint.sdc
current_design top

set clk_period 7.3
set clk_io_pct 0.2

create_clock -name clk0 -period $clk_period [get_ports {clk}]

set non_clock_inputs [all_inputs -no_clocks]
set_input_delay [expr $clk_period * $clk_io_pct] -clock clk0 $non_clock_inputs
set_output_delay [expr $clk_period * $clk_io_pct] -clock clk0 [all_outputs]
==> flow.log <==
[flow] summary of implementation run
[metrics] worst slack at placement: 751 ps
[metrics] gate count of the mapped netlist: 290
[metrics] combined global-route utilization of all metal layers: 13.4%
[metrics] diodes inserted: 0
[metrics] Reg clk slew, reported paths: 100 ps
[metrics] category of the critical setup timing path: input port to register
[metrics] setup fix buffers added after clock tree synthesis: 0
[metrics] Top-Level Pins: 35
[metrics] H-tree Lvls: 1
[metrics] total overflow reported by the global router: 0
[metrics] starting utilization of the core area: 31.0%
[metrics] Synth flops: 28
[metrics] final setup violating endpoints: 0
[metrics] HPWL reported at the end of detailed placement: 4160 µm
[metrics] data required time of the critical path: 7470 ps
[metrics] status: finished clean
[metrics] DIE WIDTH: 94.4 µm
[metrics] Gates resized, CTS repair: 0
[metrics] maximum resistive drop on vdd: 0.187 mV
[metrics] total number of placement rows: 33
[metrics] area added between synthesis and finish: 16.8%
[metrics] drt pass-1 iters: 4
[metrics] final count of pins violating max slew: 0
[metrics] most common library cell in the layout ignoring fill and taps: sky130_fd_sc_hd__ha_1
[metrics] root buf cell: sky130_fd_sc_hd__clkbuf_8
[metrics] wire length of the first global-routing pass: 9490 µm
[metrics] tally of buffers added on design ports: 26
[metrics] min Tclk post-route: 6240 ps
[metrics] post-synth cell types: 52
[metrics] CTS tree: done
[metrics] Worst Path Max Fanout: 6
[metrics] async set-or-reset flop fraction in the synthesized netlist: 92.9%
[metrics] detailed-route wire length per cell: 12.7 µm
[metrics] number of register pins that no clock reaches: 2
[metrics] number of placed cells counting well taps: 416
[metrics] maximum clock insertion buffer count: 2
[metrics] number of violations reported at the end of detailed-routing iteration 0: 98
[metrics] fraction of final layout cells sized beyond drive strength 1: 5.71%
[metrics] clock buffers created by TritonCTS: 3
[metrics] EDFF count, synth: 0
[metrics] Power Dens Cells: 363 nW/µm²
[metrics] arrival time of data at the critical path endpoint: 6410 ps
[metrics] yosys cell count: 290
[metrics] placed inst area: 2940 µm²
[metrics] worst hold path class: register to register
[metrics] count of endpoints without a timing constraint: 2
[metrics] # hold bufs at CTS: 0
[metrics] Detail Route Antenna Nets: 0
[metrics] number of max-cap violations: 0
[metrics] maximum clock frequency: 160 MHz
[metrics] total via count in the routed design: 2122
[metrics] Final Wtd Congestion: 0.853
[metrics] YS warnings: 11
[metrics] Core Area: 8260 µm²
[metrics] final hold viol count: 0
[metrics] final instance area: 3000 µm²
[metrics] maximum number of pins on one net before global-route repair: 29
[metrics] number of antenna violations at the first check in global routing: 0
[metrics] warning total across the stage logs: 37
[metrics] final sum of negative setup slack: 0 ps
[metrics] die footprint: 8920 µm²
[metrics] slew at the pin closest to its max-slew limit: 646 ps
[metrics] post-detailed-route DRC marker count: 0
[metrics] die y size: 94.4 µm
[metrics] Synth Flop Type: sky130_fd_sc_hd__dfrtp_1
[metrics] R2R cell count: 9
[metrics] post-DR vias/cell: 5.05
[metrics] final worst clock skew: 8.05 ps
[metrics] Clk Latency, worst-skew pair: 270 ps
[metrics] Util after Layout: 36.3%
[metrics] endpoint type of the worst setup path: register
[metrics] Mapped Area: 2560 µm²
[metrics] tally of non-filler cells in the final layout: 420
[metrics] Critical Path Start Type: input port
[metrics] syn avg cell area: 8.84 µm²
[metrics] worst-case setup margin in the final layout: 1060 ps
[metrics] post-layout period usage of the worst path: 85.5%
[metrics] number of stages on the worst hold path: 1
[metrics] chip area line of the yosys report: 2560 µm²
[metrics] vias in the first global route: 2070
[metrics] worst slew margin relative to its limit: 56.7%
[metrics] unrepaired setup endpoints after global routing: false
[metrics] overall power after layout: 1.09 mW
[metrics] commonest cells after routing, fill and taps aside: sky130_fd_sc_hd__ha_1 (34), sky130_fd_sc_hd__nand2_1 (27), sky130_fd_sc_hd__clkdlybuf4s50_1 (26)
[metrics] leak pwr: 1.38 nW
[metrics] sum of routed wire length over all layers: 5350 µm
[metrics] worst hold slack after final layout: 479 ps
## synth_stat cells (3+ instances only)
cell	count	area (µm²)
sky130_fd_sc_hd__o21a_1	3	22.5
sky130_fd_sc_hd__xor2_1	6	52.6
sky130_fd_sc_hd__and2_1	16	100
sky130_fd_sc_hd__nor2_1	16	60.1
sky130_fd_sc_hd__nand2b_1	7	43.8
sky130_fd_sc_hd__nor3_1	3	15.0
sky130_fd_sc_hd__mux2i_1	3	30.0
sky130_fd_sc_hd__mux2_2	5	56.3
sky130_fd_sc_hd__a21o_1	6	45.0
sky130_fd_sc_hd__dfrtp_1	24	601
sky130_fd_sc_hd__inv_1	21	78.8
sky130_fd_sc_hd__clkbuf_1	6	22.5
sky130_fd_sc_hd__a21oi_1	16	80.1
sky130_fd_sc_hd__fa_1	5	100
sky130_fd_sc_hd__o21ai_0	19	95.1
sky130_fd_sc_hd__a211oi_1	8	60.1
sky130_fd_sc_hd__a22o_1	5	43.8
sky130_fd_sc_hd__ha_1	34	425
sky130_fd_sc_hd__xnor2_1	7	61.3
sky130_fd_sc_hd__nand2_1	27	101
sky130_fd_sc_hd__nor2b_1	8	50.1
## routing by layer
metal / GRT usage [%] / part of all wire, % / vias to the layer above
met3: 1.06 / 3.0 / 4
met2: 21.4 / 44 / 28
met1: 20.6 / 52 / 1006
met4: 1.92 / 1.1 / 0
met5: 0 / 0 / -
li1: - / - / 1084
## area by class of cell
class                      count  area (µm²)
inverter                      22        82.6
timing repair buffer          27         268
sequential                    28         683
tap                          105         131
multi-input combinational    234        1780
clock buffer                   4        55.1
fill                         862        5260
## flip-flops by register name (all words and copies together) (netlist names)
name and flops:
ctr.count 6, ctr.shift_sel 2, ctr.done 1, regi.answer 16
regi.clk_ena 3
## worst paths after layout
kind | endpoint | slack [ps] | startpoint
worst max-delay path | regi.answer[14] | 1060 | a[0]
worst min-delay path | regi.answer[15] | 480 | regi.answer[15]
worst max register to register | regi.answer[14] | 4760 | regi.answer[0]
worst min register to register | regi.answer[15] | 480 | regi.answer[15]
max in group asynchronous | ctr.done | 5450 | rst
min in group asynchronous | regi.answer[12] | 1540 | rst
## cell families after synthesis
logic type / share of synthesized area (%)
compound gates: 21.3
flops: 25.5
mux: 3.37
simple gates: 19.7
latches: 1.17
fa+ha+maj: 20.5
xor+xnor: 4.44
buf+inv: 4.10
## critical path, stage by stage
cell,delay [ps]
sky130_fd_sc_hd__clkdlybuf4s50_1,590
sky130_fd_sc_hd__nand2_1,120
sky130_fd_sc_hd__fa_1,530
sky130_fd_sc_hd__inv_1,50
sky130_fd_sc_hd__fa_1,510
sky130_fd_sc_hd__ha_1,320
sky130_fd_sc_hd__a211oi_1,310
sky130_fd_sc_hd__o21bai_1,120
sky130_fd_sc_hd__a21oi_1,180
sky130_fd_sc_hd__xnor2_1,120
sky130_fd_sc_hd__a22o_1,250
sky130_fd_sc_hd__ha_1,320
sky130_fd_sc_hd__a2111o_1,430
sky130_fd_sc_hd__o21ai_2,220
sky130_fd_sc_hd__o21ai_2,150
sky130_fd_sc_hd__or4_1,480
sky130_fd_sc_hd__a32o_1,260
## power breakdown
| part | leakage, nW | total, mW | internal, mW | switching [mW] |
|---|---|---|---|---|
| clock network | 0.0288 | 0.0965 | 0.0483 | 0.0483 |
| logic | 1.02 | 0.697 | 0.353 | 0.344 |
| registers | 0.335 | 0.293 | 0.220 | 0.0729 |
Power is estimated from default activity; no workload was simulated.
