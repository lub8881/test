<file path="./run.sh">
#!/bin/bash
# OpenROAD 26Q1-2900-gdf79404cd8, Yosys 0.63+post, stock flow scripts
make -C /OpenROAD-flow-scripts/flow DESIGN_CONFIG=/design/flow/config.mk WORK_HOME=/design/flow/orfs finish
</file>
<file path="./config.mk">
export PLATFORM = sky130hd
export DESIGN_NAME = lshifter
export DESIGN_NICKNAME = lshifter
export VERILOG_FILES = /design/flow/design.v
export SDC_FILE = /design/flow/constraint.sdc
export NUM_CORES = 4
export LEC_CHECK = 1
export CORE_AREA = 10 10 73 73
export DIE_AREA = 0 0 83 83
</file>
<file path="./constraint.sdc">
current_design lshifter

set clk_period 1.0
set clk_io_pct 0.2

create_clock -name clk0 -period $clk_period [get_ports {clk}]

set non_clock_inputs [all_inputs -no_clocks]
set_input_delay [expr $clk_period * $clk_io_pct] -clock clk0 $non_clock_inputs
set_output_delay [expr $clk_period * $clk_io_pct] -clock clk0 [all_outputs]
</file>
<file path="./design.v">
`timescale 1ns / 1ns
module lshifter(
 output reg [15:0] shifted_a,shifted_b,
 input [3:0] bit4_a,bit4_b,
 input mux_sel_a,mux_sel_b,clk
);
always @ (posedge clk)
 begin
  if(mux_sel_a & mux_sel_b)
  begin
   shifted_a <= bit4_a << 8;
   shifted_b <= bit4_b << 8;
   end
  else if(mux_sel_a ^ mux_sel_b)
  begin
   shifted_a <= bit4_a << 4;
   shifted_b <= bit4_b << 4;
   end
  else
   begin
   shifted_a <= {12'b0,bit4_a};
   shifted_b <= {12'b0,bit4_b};
   end
 end  
endmodule
</file>
==> flow_metrics.py <==
# Flow results
metrics = {
    "status": {
        "outcome": "completed",
    },
    "setup_path": {
        "max_stage_delay_ns": 0.31,
        "end_kind": "output pin",
        "worstPathMaxFanout": 1,
        "crit_required_ns": 0.80,
        "critical-path-top-delay-family": "flip-flops",
        "startpoint_type": "flop",
        "path_class": "flop to output pin",
        "slowest_stage": "dfxtp_1",
        "worst_ep_arrival_time_ns": 0.74,
        "path_cells": "clkdlybuf4s15_1",
        "path_buffers": 1,
    },
    "clock_network": {
        "cts_buffers": 3,
        "cts_buffer_depth": 2,
        "root_buffer": "clkbuf_8",
        "post-cts-setup-buffer-count": 0,
        "numClockSinks": 24,
        "cts_tree": "done",
        "cts_max_level": 1,
        "clkTransAtPathRegs_ns": 0.07,
    },
    "logic_synthesis": {
        "synthTopLogicFamily": "simple AND/OR/NAND/NOR gates",
        "ys_seq_share_pct": 66.1,
        "ys_sh_simple_pct": 20.7,
        "syn_inst": 61,
        "ys_cells": 61,
        "syn_avg_cell_area_um2": 11.9,
        "ys.warnings.count": 1,
        "numSynthFlops": 24,
        "yosysUniqueCellTypes": 6,
        "mux_area_share_pct": 0,
        "yosys.area_share.xor_xnor_pct": 0,
        "synth-adder-area-share_pct": 3.44,
        "ys_sh_aoi_pct": 0,
        "ys_area_um2": 727,
        "syn_area_um2": 727,
    },
    "place": {
        "io_buffers": 34,
        "hpwl_um": 1390,
        "postPlaceCellArea_um2": 1090,
        "dpl_worst_slack_ns": -0.423,
        "gp_congestion": 0.656,
    },
    "drt": {
        "drcViolationCount": 0,
        "initialDrtViolationCount": 4,
        "drt-pass1-iter-count": 4,
        "wirelength_um": 1610,
        "vias": 458,
        "post_drt_wl_per_cell_um": 11.1,
        "viasPerCell": 3.16,
        "ant_nets": 0,
        "diodes": 0,
    },
    "global_routing": {
        "antenna_found_initial": 0,
        "grt_overflow": 0,
        "grt_usage_pct": 4.78,
        "grt_pass1_wl_um": 2660,
        "grt_max_degree": 13,
        "grt_pass1_vias": 516,
    },
    "cells_and_area": {
        "fin_util_pct": 30.8,
        "area_growth_syn_to_layout_pct": 58.7,
        "layout_top_cells": "and2_1, clkdlybuf4s15_1, dfxtp_1",
        "final_area_um2": 1150,
        "lay_top_count": "and2_1",
        "drive_gt1_share_pct": 15.5,
    },
    "power": {
        "leakagePower_uw": 0.000498,
        "finalPower_uw": 1700,
        "peakVddDrop_mv": 0.645,
        "cellPowerDensity_nw_per_um2": 1480,
    },
    "sta": {
        "finalSetupViolCount": 0,
        "period_needed_ns": 0.940,
        "fmax_mhz": 1060,
        "tns_ns": 0,
        "fin_crit_sh_pct": 94.0,
        "drv_slew": 0,
        "setup_ws_ns": 0.0599,
        "hold_viol_final": 0,
        "rsz0062_at_grt": "no",
    },
    "floorplan": {
        "rows": 22,
        "die_area_um2": 6890,
        "fp_util_pct": 19.4,
        "die_w_um": 83,
        "die_h_um": 83,
        "num_io_pins": 43,
        "coreArea_um2": 3740,
    },
    "run": {
        "tool_warnings": 26,
        "cap_violations": 0,
    },
    "min_path": {
        "min_path_type": "primary input to flop",
    },
}
state kept, by name (all words and copies together) (netlist names):
| signal | count |
|---|---|
| shifted_a | 12 |
| shifted_b | 12 |
what timing repair did:
| item | 4_1_cts | 5_1_grt |
|---|---|---|
| resized | 37 | 26 |
| hold buffers | 0 | 0 |
| setup endpoints to repair | 40 | 29 |
| pin swaps | 1 | 1 |
cell families (layout without fill, tap and decap cells):
family,count (synthesis),in the layout
flip-flops,24,24
adder cells (fa/ha/maj),2,2
other,1,8
buffers and inverters,10,39
AND/OR/NAND/NOR,24,24
final timing paths:
check               startpoint      endpoint  slack, ns  cells after the start
hold / removal       mux_sel_a  shifted_a[5]       0.47                      4
setup / recovery  shifted_a[6]  shifted_a[6]       0.06                      1
synthesized netlist by cell type, drive strengths merged:
cell type   n  share of area, %
and2       24                21
dfxtp      24                66
buf         8               8.3
ha          2               3.4
inv         2               1.0
conb        1              0.52
power breakdown:
group / switching, uW / leakage [uW] / internal [uW]
Sequential: 11.8 / 0.000201 / 1010
Combinational: 50.3 / 0.000276 / 125
Clock: 240 / 0.0000216 / 267
Total: 302 / 0.000498 / 1400
metrics by stage:
stage          cells  hold slack (ns)
2_1_floorplan     68            0.322
3_3_place_gp     142            0.819
3_5_place_dp     142            0.818
4_1_cts          145            0.549
5_1_grt          145            0.485
6_report         145            0.468
routing by layer:
layer  share of wire [%]  global-route usage [%]  vias up
met4                   0                   0.154        0
met1                  38                    4.91      196
li1                    -                       -      240
met3                 9.8                    3.15        0
met5                   0                       0        -
met2                  53                    8.31       22
cell type report:
class | count | area, um^2
multi-input cells | 34 | 218
well taps | 48 | 60.1
repair buffers | 34 | 337
clock buffers | 3 | 41.3
fillers | 411 | 2590
inverters | 2 | 7.51
flip-flops and latches | 24 | 490
No activity file was given, so power comes from the tool's default toggle rates.
